==> ./design.v <==
`timescale 1ns / 1ps
module CRC_top#(
    parameter N = 11,
    parameter M = 5
)(
    input Clk, 
    input reset, 
    input [N-1:0] data_in,
    input [M-1:0] polynomial, 
    input error_enable,
    output  [N-1:0] data_out,
    output   error_check
    );
wire [N+M-2:0] divider_to_error_gen__encoded_data;
wire [N+M-2:0] error_gen_to_error_det__error_data;
DIVIDER divider (
    .Clk(Clk),
    .reset(reset),
    .Data_in(data_in),
    .polynomial(polynomial),
    .crc_encoded_data(divider_to_error_gen__encoded_data)
);
ERROR_DETECTION error_detection (
    .Clk(Clk),
    .reset(reset),
    .encoded_data(error_gen_to_error_det__error_data), 
    .polynomial(polynomial),
    .final_data(data_out),
    .error_check(error_check)
);
Error_generator error_gen (
    .data_in(divider_to_error_gen__encoded_data),
    .enable_error(error_enable),
    .error_data(error_gen_to_error_det__error_data)
);
endmodule
`timescale 1ns / 1ps
module DIVIDER #(
    parameter N = 11, 
    parameter M = 5
)(
    input Clk, 
    input reset,
    input [N-1:0] Data_in, 
    input [M-1:0] polynomial, 
    output reg [N+M-2:0] crc_encoded_data
    );
reg [N+M-2:0] dividend;
reg [M-2:0] remainder = 0;
reg [$clog2(N+M):0] shift_count= 0;
always @ (posedge Clk or posedge reset) begin
    if (reset) begin
        shift_count <= 0;
        remainder <= 0;
    end
    else begin
        if (shift_count == N+1) begin
            remainder = dividend[N+M-2:N];
            crc_encoded_data <= {Data_in, remainder};
        end
        else if (shift_count == 0) begin
            dividend = {Data_in, remainder[M-2:0]};
            dividend[N+M-2:N-1] <= dividend[N+M-2:N-1]^polynomial;
            shift_count = shift_count + 1;
        end
        else begin
            if (dividend[N+M-2] == 1) begin
                dividend[N+M-2:N-1] <= dividend[N+M-2:N-1]^polynomial;
            end
            else begin
                dividend <= dividend << 1'b1;
                shift_count <= shift_count + 1;
            end
        end
    end
end
endmodule
`timescale 1ns / 1ps
module ERROR_DETECTION#(
    parameter N = 11,
    parameter M = 5
)(
    input Clk,
    input reset,
    input [N+M-2:0] encoded_data, 
    input [M-1:0] polynomial,
    output reg [N-1:0] final_data,
    output reg error_check
    );
reg [N+M-2:0] dividend;
reg [M-2:0] remainder;
reg [$clog2(N+M):0] shift_count= 0;
always @ (posedge Clk or posedge reset) begin
    if (reset) begin
        shift_count <= 0;
        remainder <= 0;
    end
    else if(encoded_data!= 0) begin
        if (shift_count == N+1) begin
            remainder = dividend[N+M-2:N];
            final_data <= encoded_data[N+M-2:M-1];
            if (remainder == 0) 
                error_check <= 0;
            else 
                error_check <= 1;
        end
        else if (shift_count == 0) begin
            dividend = encoded_data;
            dividend[N+M-2:N-1] <= dividend[N+M-2:N-1]^polynomial;
            shift_count = shift_count + 1;
        end
        else begin
            if (dividend[N+M-2] == 1) begin
                dividend[N+M-2:N-1] <= dividend[N+M-2:N-1]^polynomial;
            end
            else begin
                dividend <= dividend << 1'b1;
                shift_count <= shift_count + 1;
            end
        end
    end
end   
endmodule
`timescale 1ns / 1ps
module Error_generator#(
    parameter N = 11,
    parameter M = 5
)(
    input [N+M-2:0] data_in,
    input enable_error,
    output reg [N+M-2:0] error_data
    );
always @ (data_in) begin
    if (enable_error) begin
        error_data[6:0] <= data_in[6:0];
        error_data[7] <= ~data_in[7];
        error_data[N+M-2:8] <= data_in[N+M-2:8];
    end
    else
        error_data <= data_in;
end
endmodule
==> ./run.sh <==
#!/bin/bash
# OpenROAD 26Q1-2900-gdf79404cd8, Yosys 0.63+post, stock flow scripts
make -C /OpenROAD-flow-scripts/flow DESIGN_CONFIG=/design/flow/config.mk WORK_HOME=/design/flow/orfs finish
==> ./config.mk <==
export PLATFORM = sky130hd
export DESIGN_NAME = CRC_top
export DESIGN_NICKNAME = CRC_top
export VERILOG_FILES = /design/flow/design.v
export SDC_FILE = /design/flow/constraint.sdc
export NUM_CORES = 4
export LEC_CHECK = 1
export CORE_UTILIZATION = 30
==> ./constraint.sdc <==
current_design CRC_top

set clk_period 4.8
set clk_io_pct 0.2

create_clock -name clk0 -period $clk_period [get_ports {Clk}]

set non_clock_inputs [all_inputs -no_clocks]
set_input_delay [expr $clk_period * $clk_io_pct] -clock clk0 $non_clock_inputs
set_output_delay [expr $clk_period * $clk_io_pct] -clock clk0 [all_outputs]
==> flow_summary_export.csv <==
group,metric,value,unit
global_routing,grt_use_met1,0.191,
clock_tree,htree_num_levels,3,
synthesis,syn_area,3180,µm²
timing,max_freq,0.377,GHz
worst_hold_path,holdPathStages,2,
placement,dp_hpwl,4.30,mm
placement,dp_cells,419,
global_routing,grt.total_usage,0.124,
synthesis,ys_types,44,
clock_tree,clk_latency,0.34,ns
synthesis,synth_area_per_cell,12.4,µm²
finish,area_growth_syn_to_layout,20.6,%
synthesis,edf_count,57,
critical_path,cp_num_buf_inv,1,
flow_run,maxCapViolCount,0,
critical_path,crit_path_top_delay_cell,"nor2_1",
floorplanning,ios,31,
power,power_density,518,nW/µm²
global_routing,grt.overflow.total,0,
routing,drtIter0Drc,92,
floorplanning,die_h,105,µm
clock_tree,clkTransAtPathRegs,0.08,ns
finish,instances_no_fill,435,
worst_hold_path,hp-class,"reg -> reg",
clock_tree,cts-buffers-inserted,9,
timing,hold_viol,0,
timing,fin_ws,2.14,ns
synthesis,ys_warn_count,3,
timing,slew_headroom,0.436,
critical_path,cp_max_fo,10,
critical_path,cp.depth,5,
finish,n_fill_cell,969,
synthesis,ys.flops,71,
synthesis,syn-instance-count,257,
finish,comb_area,1050,µm²
routing,ant_nets,0,
timing,period_used_share,0.553,
clock_tree,cts.sinks,71,
power,leakage,1.40,nW
routing,drt_wl_total,6.01,mm
critical_path,path_cells,"clkdlybuf4s50_1 -> xnor2_1 -> nand3_1 -> o22ai_1 -> nor2_1",
critical_path,crit_required,4.77,ns
global_routing,grt_pass1_wl,10.2,mm
critical_path,max_stage_delay,0.67,ns
global_routing,gr-usage-met2,0.187,
critical_path,cp-start-kind,"primary input",
routing,first_pass_iters,6,
placement,dpl_worst_slack,1.76,ns
floorplanning,die_w,105,µm
routing,route.detailed.drc,0,
finish,drive_above_1_share,0.127,
timing,tns,0,ns
placement,port-buffer-count,30,
synthesis,async_reset_ff_frac,0.197,
global_routing,top_usage_layer,"met1",
routing,via_count,2035,
run_status,status,"finished clean",
global_routing,antenna_found_initial,0,
synthesis,ys_cells,257,
critical_path,path_delay_family,"simple AND/OR/NAND/NOR gates",
timing,rsz0062_at_grt,"false",
floorplanning,num_rows,37,
placement,routabilityCongestion,0.818,
clock_tree,hold_buffers,0,
clock_tree,cts_tree,"built",
clock_tree,cts.path.max_buffers,2,
timing,post-route-min-period,2.66,ns
timing,setup_viol,0,
routing,post_drt_wl_per_cell,13.8,µm
floorplanning,fp_util,0.308,
synthesis,yosys_area,3180,µm²
critical_path,worst-r2r-cell-count,6,
critical_path,critical_path_class,"in -> reg",
timing,final-max-slew-violation-count,0,
synthesis,ff_type,"edfxtp_1",
timing,fin_skew,0.0107,ns
power,irDropWorstVdd,273,µV
global_routing,grt_pass1_vias,1986,
clock_tree,cts_setup_buffers,0,
routing,routed_via_density,4.68,
clock_tree,cts_resized,0,
global_routing,grt_util_met3,0.0368,
timing,tightestPinTransition,0.842,ns
critical_path,end_kind,"register",
finish,regArea,2060,µm²
flow_run,warnings,27,
floorplanning,fp.coreArea,10300,µm²
floorplanning,dieArea,11000,µm²
clock_tree,cts_root_buffer,"clkbuf_8",
synthesis,ys_seq_frac,0.648,
global_routing,grt_max_degree,22,
routing,num_antenna_cells,0,
critical_path,arrival,2.62,ns
==> flip-flops by register name, indices dropped and copies added (netlist names) <==
signal,count
divider.crc_encoded_data,15
divider.dividend,15
error_detection.dividend,15
error_detection.final_data,11
divider.shift_count,5
error_detection.shift_count,5
divider.remainder,4
error_detection.error_check,1
==> path summary, 6_finish.rpt <==
check / slack [ns] / to / from
min in group asynchronous: 1.24 / divider.shift_count[4] / reset
min reg2reg: 0.49 / divider.remainder[2] / divider.remainder[2]
min: 0.49 / divider.remainder[2] / divider.remainder[2]
max in group asynchronous: 3.18 / error_detection.shift_count[0] / reset
max: 2.14 / error_detection.dividend[6] / error_enable
max reg2reg: 2.22 / error_detection.dividend[6] / error_detection.shift_count[0]
==> cells by family after synthesis <==
group | count (synthesis) | synth area share
adders and majority gates | 4 | 0.0157
xor gates and xnor gates | 13 | 0.0358
buffers and inverters | 18 | 0.0291
muxes | 10 | 0.0354
DFF | 71 | 0.648
and+or+nand+nor | 110 | 0.168
AOI/OAI and AO/OA | 31 | 0.0688
==> cell usage in the layout (no fill, tap or decap), types with 2 or more instances in the layout <==
| master | instances |
|---|---|
| a211oi_1 | 2 |
| a21oi_1 | 13 |
| and2_1 | 3 |
| buf_4 | 4 |
| clkbuf_8 | 9 |
| clkdlybuf4s50_1 | 30 |
| clkinv_2 | 5 |
| dfrtp_1 | 14 |
| edfxtp_1 | 57 |
| ha_1 | 4 |
| inv_1 | 10 |
| mux2_2 | 10 |
| nand2_1 | 51 |
| nand3_1 | 9 |
| nand4_1 | 2 |
| nor2_1 | 22 |
| nor3_1 | 3 |
| nor4_1 | 4 |
| nor4b_1 | 2 |
| o211ai_1 | 2 |
| o21a_1 | 2 |
| o21ai_0 | 2 |
| o221ai_1 | 4 |
| xnor2_1 | 13 |
==> per-stage QoR <==
stage | util | hold WS [ns] | cell area (µm²) | total power (W)
finish | 0.372 | 0.486 | 3840 | 0.00199
detailed placement | 0.354 | 0.471 | 3650 | 0.00155
CTS | 0.372 | 0.491 | 3840 | 0.00201
global placement | 0.354 | 0.465 | 3650 | 0.00154
global route | 0.372 | 0.512 | 3840 | 0.00213
floorplan | - | 0.424 | 3180 | 0.00141
==> synthesized netlist by cell type (2+ instances only) <==
library cell  instances  share of area
inv_1                10          0.012
xnor2_1              13          0.036
dfrtp_1              14           0.11
nand3_1               9          0.014
nor4_1                5         0.0098
clkbuf_1              2         0.0024
o211ai_1              2         0.0047
o21ai_0               2         0.0031
nor3_1                3         0.0047
edfxtp_1             57           0.54
nor2_1               22          0.026
o21a_1                2         0.0047
nand2_1              51          0.060
and2_1                3         0.0059
nor4b_1               3         0.0083
a211oi_1              2         0.0047
ha_1                  4          0.016
a21oi_1              13          0.020
o221ai_1              4          0.011
mux2_2               10          0.035
buf_2                 2         0.0031
nand4_1               2         0.0039
==> worst reg2reg max path: stages, from the launching register on <==
cell	delay, ns
dfrtp_1	0.42
inv_1	0.07
ha_1	0.23
or3b_2	0.50
a21oi_1	0.18
o22ai_1	0.14
nor2_1	0.67
==> report_power, final <==
part	internal [W]	switching (W)	total (W)
clock network	0.000236	0.000217	0.000453
registers	0.000875	0.000140	0.00101
logic	0.000254	0.000267	0.000521
==> layer usage <==
layer | wire length [µm] | up-vias
met4 | 44 | 0
met3 | 383 | 6
met5 | 0 | -
li1 | - | 999
met1 | 2840 | 964
met2 | 2750 | 66
==> area by class of cell <==
type                       instances  share of cell area
sequential                        71               0.537
clock buffer                       9              0.0323
inverter                          10             0.00978
multi-input combinational        168               0.274
timing repair buffer              34              0.0860
clock inverter                     7              0.0166
tap                              136              0.0443
No activity file was given, so power comes from the tool's default toggle rates.
